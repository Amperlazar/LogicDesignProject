$ cat flow/design.v
`timescale 1ns/1ps
module Functional_Unit(instruction, A, B, F);
    input wire [2:0] instruction;
    input wire [7:0] A;
    input wire [7:0] B;
    output reg [7:0] F;
    always @(A or B or instruction) begin
        case (instruction)
        3'b000: F = A + B;
        3'b001: F = A + ~B;
        3'b010: F = A & B;
        3'b011: F = A | B;
        3'b100: F = A ^ B;
        3'b101: F = ($signed(A) >>> 1) + B;
        3'b110: F = ((A >> 1) | (A << 7)) + B;
        3'b111: F = ((A << 1) | (A >> 7)) + B;
	default: F = 0;
        endcase
    end
endmodule
`timescale 1ns/1ps
module find_MAX(
    input wire clk,
    input wire rst_n,
    input wire start,
    input wire valid,
    input wire [7:0] Data_A,
    input wire [7:0] Data_B,
    input wire one_left,
    input wire [2:0] instruction,
    output reg [7:0] maximum,
    output reg finish
);
    wire [7:0] result;
    Functional_Unit fu(
        .instruction(instruction), 
        .A(Data_A),
        .B(Data_B),
        .F(result)
    );
    parameter STATE_0 = 2'b00;
    parameter STATE_1 = 2'b01;
    parameter STATE_2 = 2'b10;
    reg [1:0] state, next_state;
    wire o_finish;
    reg [7:0] o_maximum;
    always @(posedge clk) begin
        if (~rst_n)
            state <= STATE_0;
        else
            state <= next_state;
    end
    always @(posedge clk) begin
        case(state)
            STATE_0: begin
                if (start == 1)
                    next_state = STATE_1;
                else
                    next_state = STATE_0;
            end
            STATE_1: begin
                if (one_left == 1)
                    next_state = STATE_2;
                else
                    next_state = STATE_1;
            end
            STATE_2: begin
                if (valid == 1)
                    next_state = STATE_0;
                else
                    next_state = STATE_2;
            end
        default: next_state = STATE_0;
        endcase
    end
    assign o_finish = (state == STATE_2 && valid == 1) ? 1 : 0;
    always @(*) begin
        case(state)
            STATE_1, STATE_2: begin
                if (valid == 1)
                    if (result > maximum)
                        o_maximum = result;
                    else
                        o_maximum = maximum;
                else
                    o_maximum = maximum;
            end
            default: o_maximum = 1'b0; 
        endcase
    end
    always @(posedge clk) begin
        maximum <= o_maximum;
        if (~rst_n) begin
            maximum <= 1'b0;
            finish <= 1'b0;
        end
        else begin
            if (o_finish)
                finish <= 1'b1;
            else
                finish <= 1'b0;
        end
    end
endmodule
$ cat flow/run.sh
#!/bin/bash
# OpenROAD 26Q1-2900-gdf79404cd8, Yosys 0.63+post, stock flow scripts
make -C /OpenROAD-flow-scripts/flow DESIGN_CONFIG=/design/flow/config.mk WORK_HOME=/design/flow/orfs finish
$ cat flow/config.mk
export PLATFORM = sky130hd
export DESIGN_NAME = find_MAX
export DESIGN_NICKNAME = find_MAX
export VERILOG_FILES = /design/flow/design.v
export SDC_FILE = /design/flow/constraint.sdc
export NUM_CORES = 4
export LEC_CHECK = 1
export CORE_AREA = 10 10 114 114
export DIE_AREA = 0 0 124 124
$ cat flow/constraint.sdc
current_design find_MAX

set clk_period 5.8
set clk_io_pct 0.2

create_clock -name clk0 -period $clk_period [get_ports {clk}]

set non_clock_inputs [all_inputs -no_clocks]
set_input_delay [expr $clk_period * $clk_io_pct] -clock clk0 $non_clock_inputs
set_output_delay [expr $clk_period * $clk_io_pct] -clock clk0 [all_outputs]
==> flow_metrics.tcl <==
# collected from the flow reports
set metrics [dict create \
    netlist_instances 308 \
    worst_slew_pin_slew_ns 0.666 \
    initial_utilization_pct 22.3 \
    power_leakage_nw 1.26 \
    cts_root_buf "clkbuf_8" \
    fillers 1115 \
    crit_family "AND-OR/OR-AND gates" \
    clock_skew_ns 0.000734 \
    route.antenna.diode_count 0 \
    tns_ns 0 \
    place_congestion 0.916 \
    grt_antenna_before_repair 0 \
    port_buffers 32 \
    fin_util_pct 28.0 \
    drc 0 \
    worstPathRequired_ns 5.94 \
    dpl.hpwl_um 5290 \
    yosys_warnings 2 \
    cts_num_sinks 13 \
    timing.fmax_ghz 0.184 \
    design_area_sq_um 2920 \
    hold_viol 0 \
    h-tree-depth 1 \
    max-clock-path-buffers 2 \
    drt-total-wl_um 6490 \
    clkSlewWorstSetupHoldPaths_ns 0.05 \
    ys_ff 13 \
    p_per_area_nw_per_um2 142 \
    place_ws_ns 0.0447 \
    setup_viol 0 \
    min_period_over_period_pct 93.8 \
    syn-cell-area_sq_um 2330 \
    crit_chain "clkdlybuf4s50_1, buf_4, o211ai_1, a32o_1, ha_1, inv_1, fa_1, nor2b_1, o32a_1, o221ai_1, ha_1, nand4_1, or3b_2, a21o_1, a21o_1, o32ai_1" \
    cts_made_buffers 3 \
    path_buffers 3 \
    warnings 43 \
    start_kind "input pin" \
    top_area_cell "ha_1" \
    outcome "finished clean" \
    synthArstFlopShare_pct 0 \
    ys_top_cells_by_count "42 x ha_1, 36 x inv_1, 24 x a21oi_1" \
    ff_latch_area_sq_um 260 \
    critPathKind "in2reg" \
    grtUsageTotal_pct 8.41 \
    ys_seq_share_pct 11.2 \
    num_rows 37 \
    yosys_area_sq_um 2330 \
    yosysMostFrequentCell "ha_1" \
    min_path_type "reg2reg" \
    synth_top_area_share_pct 22.6 \
    synth.distinct_cells 55 \
    grt_max_degree 23 \
    max-slew-margin-rel_pct 55.5 \
    syn_area_per_cell_sq_um 7.55 \
    cpMaxStageDelayCell "clkdlybuf4s50_1" \
    crit_path_max_fanout 9 \
    wire_per_inst_um 13.5 \
    core_sq_um 10400 \
    postPlaceCellArea_sq_um 2860 \
    io_pins 33 \
    grt_pass1_wl_um 10600 \
    edf_count 0 \
    die_y_um 124 \
    grt-ovfl-total 0 \
    die_w_um 124 \
    drive_gt1_share_pct 7.83 \
    layout_setup_ws_ns 0.358 \
    combGateArea_sq_um 1880 \
    grt_setup_unrepaired "no" \
    syn_to_final_growth_pct 25.3 \
    slowest_delay_ns 0.59 \
    crit_path_end_kind "flip-flop" \
    die_area_sq_um 15400 \
    synth-main-ff-cell "dfxtp_1" \
    cts_hold_buf 0 \
    netlist_top_cells_area "ha_1 23%, dfxtp_1 11%, inv_1 5.8%, a21oi_1 5.2%, mux2i_1 3.9%" \
    clk-insertion-delay-late_ns 0.24 \
    cts_tree "yes" \
    drt_first_pass_iters 4 \
    ir_drop_mv 0.141 \
    vias 2294 \
    drt_iter0_markers 170 \
    ys_cells 308 \
    ant_nets 0 \
    final_max_slew_viol_count 0 \
    worstPathArrival_ns 5.58 \
    grt_pass1_vias 2091 \
    vias_per_cell 4.77 \
    drv_cap 0 \
    layout_min_cycle_time_ns 5.44 \
]
[cell families (layout without fill, tap and decap cells)]
kind of cell | count (synthesis) | count (layout) | share of synthesized area, %
compound gates | 93 | 93 | 27.3
simple gates | 90 | 90 | 20.4
buf+inv | 48 | 85 | 7.96
fa+ha+maj | 44 | 44 | 24.3
flops | 13 | 13 | 11.2
mux | 12 | 12 | 5.81
xor+xnor | 8 | 8 | 3.01
[state kept, by name (all words and copies together), names as in the netlist]
| name | count |
|---|---|
| finish | 1 |
| maximum | 8 |
| next_state | 2 |
| state | 2 |
[through the flow]
| step | power [mW] | instances | hold WS [ns] |
|---|---|---|---|
| after global placement | 0.334 | 477 | 0.419 |
| final | 0.415 | 481 | 0.433 |
| after floorplan | 0.259 | 308 | 0.412 |
| after global routing | 0.452 | 481 | 0.454 |
| after detailed placement | 0.335 | 477 | 0.424 |
| after CTS | 0.416 | 481 | 0.441 |
[power breakdown]
group / total, mW / internal [mW] / leakage (nW) / switching (mW)
Clock: 0.0793 / 0.0485 / 0.0228 / 0.0309
Sequential: 0.0978 / 0.0946 / 0.106 / 0.00328
Combinational: 0.238 / 0.108 / 1.13 / 0.129
Total: 0.415 / 0.251 / 1.26 / 0.163
[layout by cell type, fill, tap and decap left out, types with 3 or more instances in the layout]
| master | Yosys | routed |
|---|---|---|
| and3_1 | 3 | 3 |
| a311oi_1 | 4 | 4 |
| o32ai_1 | 3 | 3 |
| and2_1 | 4 | 4 |
| nand3_1 | 7 | 7 |
| inv_1 | 36 | 36 |
| clkdlybuf4s50_1 | 0 | 31 |
| or4_1 | 3 | 3 |
| o211ai_1 | 6 | 6 |
| ha_1 | 42 | 42 |
| xnor2_1 | 4 | 4 |
| a21o_1 | 9 | 9 |
| dfxtp_1 | 13 | 13 |
| o21ai_0 | 16 | 16 |
| nor3_1 | 5 | 5 |
| mux2i_1 | 9 | 9 |
| a22oi_1 | 3 | 3 |
| nand2b_1 | 9 | 9 |
| nand2_1 | 22 | 22 |
| or3b_2 | 3 | 3 |
| buf_4 | 0 | 13 |
| a211oi_1 | 6 | 6 |
| clkbuf_8 | 0 | 3 |
| xor2_1 | 4 | 4 |
| nor2_1 | 15 | 15 |
| a21oi_1 | 24 | 24 |
| nor2b_1 | 10 | 10 |
[cell type report]
cell class              count  share of cell area, %
flip-flops and latches     13                   8.93
inverters                  36                   4.64
multi-input cells         247                   64.6
repair buffers             45                   14.4
well taps                 136                   5.84
clock buffers               4                   1.55
[worst paths after layout]
path	start	end	slack, ns	cells past startpoint
worst min-delay path	next_state[0]$_DFF_P_	state[0]$_SDFF_PN0_	0.43	1
worst max-delay path	instruction[1]	maximum[6]$_SDFFE_PN0P_	0.36	16
worst min register to register	next_state[0]$_DFF_P_	state[0]$_SDFF_PN0_	0.43	1
worst max register to register	maximum[3]$_SDFFE_PN0P_	maximum[6]$_SDFFE_PN0P_	3.58	7
[layer usage]
metal | GRT usage [%] | up-vias | routed length [um]
li1 | - | 1185 | -
met1 | 13.3 | 1054 | 3470
met4 | 0.0719 | 0 | 6
met2 | 12.4 | 53 | 2640
met5 | 0 | - | 0
met3 | 1.29 | 2 | 367
[timing repair]
| action | CTS | global route |
|---|---|---|
| hold endpoints to repair | 0 | 0 |
| setup endpoints to repair | 0 | 4 |
| resized | 0 | 2 |
| setup buffers | 0 | 0 |
Power figures rest on the tool's default switching activity, not on a simulated workload.
